==> ./run.sh <==
#!/bin/bash
# OpenROAD 26Q1-2900-gdf79404cd8, Yosys 0.63+post, stock flow scripts
make -C /OpenROAD-flow-scripts/flow DESIGN_CONFIG=/design/flow/config.mk WORK_HOME=/design/flow/orfs finish
==> ./config.mk <==
export PLATFORM = sky130hd
export DESIGN_NAME = modulo_display
export DESIGN_NICKNAME = modulo_display
export VERILOG_FILES = /design/flow/design.v
export SDC_FILE = /design/flow/constraint.sdc
export NUM_CORES = 4
export LEC_CHECK = 1
export CORE_AREA = 10 10 95 95
export DIE_AREA = 0 0 105 105
==> ./constraint.sdc <==
current_design modulo_display

set clk_period 1.9
set clk_io_pct 0.2

create_clock -name clk0 -period $clk_period [get_ports {clk}]
create_clock -name clk1 -period $clk_period [get_ports {gar_completa}]
create_clock -name clk2 -period $clk_period [get_ports {reset_rolhas}]

set non_clock_inputs [all_inputs -no_clocks]
set_input_delay [expr $clk_period * $clk_io_pct] -clock clk0 $non_clock_inputs
set_output_delay [expr $clk_period * $clk_io_pct] -clock clk0 [all_outputs]
==> ./design.v <==
module MUX_4_1 (
  input [6:0] A,
  input [6:0] B,
  input [6:0] C,
  input [6:0] D,
  input [1:0] SEL,
  output reg [6:0] OUT
);
  always @*
    case (SEL)
      2'b00: OUT = A;
      2'b01: OUT = B;
      2'b10: OUT = C;
      2'b11: OUT = D;
    endcase
endmodule
module contador_4bit_asc_lim9 (
  input clk, 
  input reset,
  output reg [3:0] count 
);
  reg [3:0] next_count;
  always @(posedge clk or posedge reset) begin
    if (reset) begin
      count <= 4'b0000;
    end else begin
      count <= next_count;
    end
  end
  always @* begin
    if (count == 4'b1001) begin
      next_count = 4'b0000; 
    end else begin
      next_count = count + 1; 
    end
  end
endmodule
module contador_2bit_asc (
  input clk, 
  input reset, 
  output reg [1:0] count 
);
  reg [1:0] next_count;
  always @(posedge clk or posedge reset) begin
    if (reset) begin
      count <= 2'b00;
    end else begin
      count <= next_count;
    end
  end
  always @* begin
    if (count == 2'b11) begin
      next_count = 2'b00; 
    end else begin
      next_count = count + 1; 
    end
  end
endmodule
module contador_2bit_desc_lim2 (
  input clk,  
  input reset,  
  output reg [1:0] count  
);
  reg [1:0] next_count;
  always @(posedge clk or posedge reset) begin
    if (reset) begin
      count <= 2'b10;
    end else begin
      count <= next_count;
    end
  end
  always @* begin
    if (count == 2'b00) begin
      next_count = 2'b10;  
    end else begin
      next_count = count - 1;  
    end
  end
endmodule
module contador_4bit_desc_lim5 (
  input clk,  
  input reset,  
  output reg [3:0] count  
);
  reg [3:0] next_count;
  always @(posedge clk or posedge reset) begin
    if (reset) begin
      count <= 4'b0101;
    end else begin
      count <= next_count;
    end
  end
  always @* begin
    if (count == 3'b0000) begin
      next_count = 3'b1001;  
    end else begin
      next_count = count - 1;  
    end
  end
endmodule
module contador_3bit_padrao (
  input clk,  
  input reset,  
  output reg [2:0] count  
);
  always @(posedge clk or posedge reset) begin
    if (reset) begin
      count <= 3'b000;
    end else begin
      count <= count + 1;
    end
  end
endmodule
module contador_4bit_asc_lim12 (
  input clk, 
  input reset,
  output reg [3:0] count
);
  reg [3:0] next_count;
  always @(posedge clk or posedge reset) begin
    if (reset) begin
      count <= 4'b0000;
    end else begin
      count <= next_count;
    end
  end
  always @* begin
    if (count == 4'b1100) begin
      next_count = 4'b0000;
    end else begin
      next_count = count + 1; 
    end
  end
endmodule
module decod_2_4(A, B, out0, out1, out2, out3);
	input A, B; 
	output  reg out0, out1, out2, out3;
	always @*
    begin
      out0 = ~A & ~B;
      out1 = ~A & B;
      out2 = A & ~B;
      out3 = A & B;
    end
endmodule
module decod_numeros_7seg_0a3 (
  input C, D,
  output reg sA, sB, sC, sD, sE, sF, sG
);
  always @*
    begin
      sA = ~C & D;
      sC = C & ~D;
      sD = ~C & D;
      sE = ~C & D | C & D;
      sF = ~C & D | C & ~D| C & D;
      sG = ~C & ~D | ~C & D;
    end
endmodule
module decod_numeros_7seg_0a9 (
  input A, B, C, D,
  output reg sA, sB, sC, sD, sE, sF, sG
);
  always @*
    begin
      sA = ~A & ~B & ~C & D | ~A & B & ~C & ~D;
      sB = ~A & B & ~C & D | ~A & B & C & ~D;
      sC = ~A & ~B & C & ~D;
      sD = ~A & B & ~C & ~D | ~A & B & C & D | ~B & ~C & D;
      sE = ~B & ~C & D | ~A & B & ~C | ~A & D;
      sF = ~A & ~B & D | ~A & ~B & C | ~A & C & D;
      sG = ~A & B & C & D | ~A & ~B & ~C;
    end
endmodule
module modulo_display (rolha_usada, gar_completa, reset_duzias, reset_rolhas, clk, OUT, dig0, dig1, dig2, dig3, tem_rec, rolha_menor_5, r_zerada);
	input rolha_usada, clk, gar_completa, reset_duzias, reset_rolhas;
	output [6:0]OUT;
	output dig0, dig1, dig2, dig3, tem_rec, rolha_menor_5, r_zerada;
	wire [3:0] unidade_gar, dezena_gar, unidade_r, cont_duzia;
	wire [2:0] quant_recargas;
	wire [6:0] SEG_unidade_gar, SEG_dezena_gar, SEG_dezena_rolha, SEG_unidade_rolha;
	wire [1:0] sel_7seg, dezena_r;
	wire unidade_completa_gar, dig0_inv, dig1_inv, dig2_inv, dig3_inv;
	contador_3bit_padrao recargas_disponiveis (reset_rolhas, CH1, quant_recargas);
	and And1 (pode_diminuir, rolha_usada, r_zerada);
	contador_4bit_desc_lim5 cont_unidade_rolha (pode_diminuir, reset_rolhas, unidade_r);
	assign teste_uni_rol = unidade_r;
	and And2 (unidade_completa_r, unidade_r[0], ~unidade_r[1], ~unidade_r[2], unidade_r[3]);
	contador_2bit_desc_lim2 cont_dezena_rolha (unidade_completa_r, reset_rolhas, dezena_r);
	assign teste_deze_rol = dezena_r;
	decod_numeros_7seg_0a9 decod_unidade_r (unidade_r[3], unidade_r[2], unidade_r[1], unidade_r[0], SEG_unidade_rolha[0], SEG_unidade_rolha[1], 
	SEG_unidade_rolha[2], SEG_unidade_rolha[3], SEG_unidade_rolha[4], SEG_unidade_rolha[5], SEG_unidade_rolha[6]);
	decod_numeros_7seg_0a3 decod_dezena_r (dezena_r[1], dezena_r[0], SEG_dezena_rolha[0], 
	SEG_dezena_rolha[1], SEG_dezena_rolha[2], SEG_dezena_rolha[3], SEG_dezena_rolha[4], SEG_dezena_rolha[5], SEG_dezena_rolha[6]);
	contador_4bit_asc_lim12 contador_duzia (gar_completa, reset_duzias, cont_duzia);
	and And7 (duzia_c, cont_duzia[3], cont_duzia[2], ~cont_duzia[1], ~cont_duzia[0]);
	contador_4bit_asc_lim9 cont_unidade_gar (duzia_c, reset_duzias, unidade_gar);
	assign teste_uni_gar = unidade_gar;
	and And6 (unidade_completa_g, ~unidade_gar[0], ~unidade_gar[1], ~unidade_gar[2], ~unidade_gar[3]);
	contador_4bit_asc_lim9 cont_dezena_gar (unidade_completa_g, reset_duzias, dezena_gar);
	assign teste_deze_gar = dezena_gar;
	decod_numeros_7seg_0a9 decod_unidade_gar (unidade_gar[3], unidade_gar[2], unidade_gar[1], unidade_gar[0], SEG_unidade_gar[0], SEG_unidade_gar[1], 
	SEG_unidade_gar[2], SEG_unidade_gar[3], SEG_unidade_gar[4], SEG_unidade_gar[5], SEG_unidade_gar[6]);
	decod_numeros_7seg_0a9 decod_dezena_gar (dezena_gar[3], dezena_gar[2], dezena_gar[1], dezena_gar[0], SEG_dezena_gar[0], SEG_dezena_gar[1], SEG_dezena_gar[2], 
	SEG_dezena_gar[3], SEG_dezena_gar[4], SEG_dezena_gar[5], SEG_dezena_gar[6]);
	contador_2bit_asc cont_dig_7seg (clk, 0, sel_7seg);
	decod_2_4 decod_dig_7seg (sel_7seg[1], sel_7seg[0], dig0_inv, dig1_inv, dig2_inv, dig3_inv);
	assign dig0 = ~dig0_inv;
	assign dig1 = ~dig1_inv;
	assign dig2 = ~dig2_inv;
	assign dig3 = ~dig3_inv;
	MUX_4_1 mux_4_1_7seg (SEG_dezena_gar, SEG_unidade_gar, SEG_dezena_rolha, SEG_unidade_rolha, sel_7seg, OUT);
	assign tem_rec = ~(~quant_recargas[2] & ~quant_recargas[1] & quant_recargas[0]) ;
	assign rolha_menor_5 = ~unidade_r[0] & ~unidade_r[1] & unidade_r[2] & ~unidade_r[3] & ~dezena_r[0] & ~dezena_r[1];
	assign r_zerada = ~(~unidade_r[0] & ~unidade_r[1] & ~unidade_r[2] & ~unidade_r[3] & ~dezena_r[0] & ~dezena_r[1]);
endmodule
==> notes.md <==
Status of the implementation.

- The final timing report lists a max-slew violation count of 0.
- The post-layout utilization of the core is 0.3192, for reference.
- The number of global-route vias before repair came to 1340.
- The largest single stage delay on the critical path is 360 ps.
- The routed length per placed instance is 11.60 um, for reference.
- For this run, the leading register cell type out of synthesis is sky130_fd_sc_hd__dfrtp_1.
- The layout cell share with drive strength beyond 1 is 0.3425, for reference.
- The number of warnings reported in the stage logs is 44.
- The iteration-0 DRC count of the detailed router is roughly 140, for reference.
- The count of state elements after synthesis is 20, for reference.
- The library cell with the highest instance count after synthesis is sky130_fd_sc_hd__inv_1, for reference.
- The initial utilization of the core area, before any placement, comes to 0.2172.
- Hold timing on the final database bottoms out at a slack of 466.5 ps.
- The share of the synthesized area in the top cell type is 0.2502, for reference.
- The final reports fail on negative setup slack.
- The weighted congestion reported at the end of routability-driven placement is 0.7841, for reference.
- Between the synthesized netlist and the finished layout, the area growth was recorded as 46.96%.
- The report shows a maximum critical-path fanout of 4.
- Per the placement log, port buffering inserted 15 buffers.
- The die span in x is 105 um, for reference.
- The critical path endpoint has a required time of 1520 ps.
- The count of endpoints failing setup in the final report is 6, for reference.
- The number of vias per cell after detailed routing is roughly 4.3, for reference.
- Summed over all layers, the global routing overflow is 0.
- Per STA, the startpoint of the critical path is cont_dig_7seg.count[0].
- Ranked by instance count, the synthesized netlist is headed by 19 x sky130_fd_sc_hd__inv_1, 18 x sky130_fd_sc_hd__o21ai_0, 15 x sky130_fd_sc_hd__dfrtp_1.
- The timing report notes that buffer and inverter cells on the critical path total 1.
- The ratio of total power to cell area is 332.7 nW/um^2, for reference.
- Summing over every cut layer, the via total after detailed routing is approximately 1300.
- The final wirelength is approximately 3.7 mm, for reference.
- In the routed design, unresolved DRC markers number 0.
- The number of cells in the yosys synthesis report is about 180, for reference.
- The overall power consumption is 733.4 uW, for reference.
- The number of register pins that no clock reaches is 14, for reference.
- The row count is 30, for reference.
- According to the timing report, the arrival time at the worst endpoint equals 1570 ps.
- The wire-length estimate of the detail-placed layout is 2.535 mm.
- The highest-delay cell along the critical path is sky130_fd_sc_hd__dfxtp_4, for reference.
- TritonCTS built the clock tree.
- The main area contributors are sky130_fd_sc_hd__dfrtp_1 25%, sky130_fd_sc_hd__ha_1 11%, sky130_fd_sc_hd__o21ai_0 6.0%, sky130_fd_sc_hd__dfstp_2 5.3%, sky130_fd_sc_hd__inv_1 4.8%.
- Adding up every negative setup slack in the final design gives -162.4 ps.
- The cell count after synthesis is between 150 and 200, for reference.
- The leakage power figure is 0.8821 nW, for reference.
- The stat command in Yosys gives a chip area of 1500 um^2.
- The vertical extent of the die is 105 um, for reference.
- The count of endpoints without a timing constraint is 16, for reference.
- The number of inserted diodes is 0, for reference.
- The remaining antenna violation count is 0, for reference.
- Total global-route track usage over all layers is 0.06390.
- Listed in order, past its start point the critical path passes ha_4 -> nor2b_4 -> o21ai_1 -> o221ai_2 -> o21a_1 -> dlygate4sd2_1.
- The type of element launching the critical path is a register, for reference.
- In this run the mean area of a mapped cell was between 8 and 9 um^2.
- The kind of path behind the tightest hold check is reg2reg, for reference.
- Looking at the max-slew report, the worst-margin pin has a slew of just under 500 ps.
- The category of cells accounting for the largest share of critical-path delay is AND-OR/OR-AND gates, for reference.
- In the CTS report, the clock slew at the register clock pins of the worst setup and hold paths is listed as 30 ps.
- Fill cells in the final layout number 706.
- The proportion of register bits with asynchronous set or reset after synthesis is 0.9000, for reference.
- Per Yosys stat, the portion of area used by sequential elements is 0.3294.
- The largest total area in the synthesized netlist belongs to sky130_fd_sc_hd__dfrtp_1.
- Setup repair after global routing could not meet its margin everywhere.
- The pin count of the biggest net entering global routing is 15, for reference.
- Setup slack on the critical path of the routed design comes to -48.40 ps.
- The initial antenna violation count is 0, for reference.
- STA classifies the critical path endpoint as an output port.
- Endpoints failing hold in the final report were tallied at 0.
- The count of unique library cells instantiated by Yosys is 48, for reference.
- The tool flagged a number of max-cap violations equal to 0.
- The footprint of the multi-input gates is 1037 um^2, for reference.
- In this run, synthesis inferred 0 flip-flops with an integrated enable.
- The startpoint of the worst hold path is cont_dig_7seg.count[0], for reference.
- For this run, the number of Yosys warnings is 23.
- The first global-routing pass estimated 6.065 mm of wire.
- The run finished, with violations left.
- The post-synthesis cell area is ~1500 um^2, for reference.
- The area of all sequential standard cells is 501.7 um^2, for reference.
- The post-CTS hold buffer count recorded in the log is 0.
- The core area is 6907 um^2, for reference.
- The pre-antenna-repair detailed-routing pass consisted of 4 iterations.
- IR analysis of the VDD net gives a maximum drop of 236.1 uV.
- Looking at the setup timing report, the critical path kind is reg2out.
- Looking at the reg2reg group, the worst path starts from cont_dig_7seg.count[1].
- The final timing report lists clock skew as 3.054 ps.
- The floorplan die area is 11030 um^2, for reference.
- The floorplan report gives the top-level pin count as 19.
- The worst max-slew margin expressed relative to the limit is 0.6662, for reference.
timing repair:
action,CTS,global route
pin swaps,17,10
setup buffers,7,7
resized,56,13
setup endpoints to repair,8,8
logic make-up (layout without fill, tap and decap cells):
| logic type | count (synthesis) | in the layout | synth area share |
|---|---|---|---|
| and+or+nand+nor | 57 | 57 | 0.2077 |
| AOI/OAI and AO/OA | 47 | 47 | 0.2135 |
| buffers and inverters | 33 | 75 | 0.1026 |
| DFF | 20 | 20 | 0.3294 |
| adders and majority gates | 13 | 13 | 0.1084 |
| xor gates and xnor gates | 5 | 5 | 0.02919 |
| other | 1 | 1 | 0.002500 |
| muxes | 1 | 1 | 0.006672 |
flip-flops by register name, indices dropped and copies added (netlist names):
register,cells
contador_duzia.count,4
cont_unidade_gar.count,4
cont_dig_7seg.count,2
cont_dezena_rolha.count,2
cont_unidade_rolha.count,4
cont_dezena_gar.count,4
stage by stage:
stage / setup WS, ps / cell area, um^2 / std cells
floorplan: 304.8 / 1500 / 177
global placement: -299.8 / 1797 / 290
detailed placement: -270.3 / 1797 / 290
CTS: -202.1 / 2131 / 311
global route: -125.4 / 2205 / 315
finish: -48.40 / 2205 / 315
routing by layer:
| metal | track usage | wire (um) | vias to the layer above | share of wire |
|---|---|---|---|---|
| li1 | - | - | 693 | - |
| met5 | 0 | 0 | - | 0 |
| met1 | 0.09641 | 2062 | 614 | 0.56 |
| met2 | 0.08274 | 1408 | 34 | 0.39 |
| met4 | 0.01176 | 34 | 0 | 0.0093 |
| met3 | 0.02609 | 150 | 4 | 0.041 |
power by group:
group	leakage [nW]	switching [mW]	internal (mW)	total, mW
combinational	0.551	0.00510	0.00367	0.00877
clock	0.0967	0.168	0.423	0.591
sequential	0.235	0	0.134	0.134
cells in the final DEF, fill, tap and decap left out, types with 2 or more instances in the layout:
cell and n:
sky130_fd_sc_hd__inv_2 4, sky130_fd_sc_hd__ha_4 4, sky130_fd_sc_hd__a22o_1 2, sky130_fd_sc_hd__a21oi_1 5, sky130_fd_sc_hd__nor2_1 8, sky130_fd_sc_hd__a21boi_0 2, sky130_fd_sc_hd__o21ai_1 3, sky130_fd_sc_hd__o21a_1 2
sky130_fd_sc_hd__nor4_1 2, sky130_fd_sc_hd__nor2b_1 2, sky130_fd_sc_hd__xnor2_1 5, sky130_fd_sc_hd__dfstp_2 3, sky130_fd_sc_hd__dfrtp_1 15, sky130_fd_sc_hd__and2_1 3, sky130_fd_sc_hd__dfxtp_4 2, sky130_fd_sc_hd__buf_6 5
sky130_fd_sc_hd__dlygate4sd2_1 3, sky130_fd_sc_hd__nand2b_1 9, sky130_fd_sc_hd__ha_1 8, sky130_fd_sc_hd__nor3_1 4, sky130_fd_sc_hd__a21oi_2 3, sky130_fd_sc_hd__nand2_1 11, sky130_fd_sc_hd__buf_4 19, sky130_fd_sc_hd__inv_4 2
sky130_fd_sc_hd__clkbuf_8 9, sky130_fd_sc_hd__inv_1 21, sky130_fd_sc_hd__buf_2 6, sky130_fd_sc_hd__o21ai_0 16, sky130_fd_sc_hd__clkdlybuf4s50_1 6, sky130_fd_sc_hd__nand3_1 4, sky130_fd_sc_hd__a2111oi_4 2
area by class of cell:
| cell class | instances | area share |
|---|---|---|
| Clock buffer | 9 | 0.05619 |
| Clock inverter | 6 | 0.01022 |
| Inverter | 21 | 0.03803 |
| Multi-Input combinational cell | 124 | 0.4705 |
| Sequential cell | 20 | 0.2276 |
| Tap cell | 96 | 0.05448 |
| Timing Repair Buffer | 39 | 0.1430 |
final timing paths:
check	slack [ps]	endpoint	cells past startpoint
min in group clk1	500	contador_duzia.count[3]	1
max in group clk1	800	contador_duzia.count[3]	5
max in group asynchronous	1110	contador_duzia.count[3]	2
setup / recovery	-50	OUT[5]	6
setup reg to reg	650	cont_dig_7seg.count[1]	6
hold reg to reg	470	cont_dig_7seg.count[0]	1
min in group asynchronous	480	contador_duzia.count[2]	2
hold / removal	470	cont_dig_7seg.count[0]	1
Power figures rest on the tool's default switching activity, not on a simulated workload.
