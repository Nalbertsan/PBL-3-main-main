--- flow/config.mk ---
export PLATFORM = sky130hd
export DESIGN_NAME = div_clock
export DESIGN_NICKNAME = div_clock
export VERILOG_FILES = /design/flow/design.v
export SDC_FILE = /design/flow/constraint.sdc
export NUM_CORES = 4
export LEC_CHECK = 1
export CORE_AREA = 10 10 72 72
export DIE_AREA = 0 0 82 82
--- flow/constraint.sdc ---
current_design div_clock

set clk_period 3.4
set clk_io_pct 0.2

create_clock -name clk0 -period $clk_period [get_ports {clk}]

set non_clock_inputs [all_inputs -no_clocks]
set_input_delay [expr $clk_period * $clk_io_pct] -clock clk0 $non_clock_inputs
set_output_delay [expr $clk_period * $clk_io_pct] -clock clk0 [all_outputs]
--- flow/design.v ---
module div_clock (
  input clk, 
  input reset,
  output reg [14:0] count 
);
  reg [14:0] next_count;
  always @(posedge clk or posedge reset) begin
    if (reset) begin
      count <= 15'b000000000000000;
    end else begin
      count <= next_count;
    end
  end
  always @* begin
    if (count == 15'b111111111111111) begin
      next_count = 15'b000000000000000; 
    end else begin
      next_count = count + 1; 
    end
  end
endmodule
--- flow/run.sh ---
#!/bin/bash
# OpenROAD 26Q1-2900-gdf79404cd8, Yosys 0.63+post, stock flow scripts
make -C /OpenROAD-flow-scripts/flow DESIGN_CONFIG=/design/flow/config.mk WORK_HOME=/design/flow/orfs finish
==> reports/summary.log <==
INFO  status         run_status=completed
INFO  critical_path  critical_path.max_fanout=6
INFO  cells_and_area final_core_util=25.6%
INFO  routing        drc=0
INFO  synthesis      syn-mean-instance-area=11.2squm
INFO  critical_path  critical_path_buf_inv_count=1
INFO  routing        drt-vias-per-instance=4.12
INFO  routing        drtIter0Drc=17
INFO  synthesis      yosys_warnings=1
INFO  sta            fin_skew=0.00273ns
INFO  sta            final_hold_viol_count=0
INFO  die            design.core.area=3690squm
INFO  sta            period_needed=1.88ns
INFO  critical_path  timing.setup.critical_path_class=register to output port
INFO  critical_path  worst-endpoint-arrival=1.20ns
INFO  global_route   grt.overflow.total=0
INFO  global_route   track_usage=4.68%
INFO  routing        via_count=527
INFO  die            die_extent_in_y=82um
INFO  placement      dp_hpwl=1130um
INFO  critical_path  critPathSlowestCell=sky130_fd_sc_hd__clkdlybuf4s50_1
INFO  routing        antenna_left=0
INFO  routing        drt-total-wl=1500um
INFO  synthesis      synth.cell_area=694squm
INFO  cts            post-cts-setup-buffers=0
INFO  die            die-width=82um
INFO  routing        routedWlPerCell=11.7um
INFO  cells_and_area drive_gt1_share=7.50%
INFO  die            chip_area=6720squm
INFO  synthesis      synthCells=62
INFO  critical_path  required=2.72ns
INFO  sta            rsz_0062_raised_after_global_routing=no
INFO  cts            cts.sinks=15
INFO  die            top_level_ports=17
INFO  cells_and_area final_std_cell_area_no_fill=943squm
INFO  power_and_ir_drop power.density_cell_area=345nW/um^2
INFO  cts            clock_tree.htree_level_count=1
INFO  routing        drtPass1Iterations=4
INFO  sta            final-setup-viol-count=0
INFO  global_route   grt_max_degree=16
INFO  synthesis      synth_stat.cells=62
INFO  sta            worst_slew_margin_rel=60.9%
INFO  critical_path  timing.critical_path.cells=clkdlybuf4s50_1
INFO  power_and_ir_drop static-leakage-power=0.446nW
INFO  die            initCoreUtil=18.8%
INFO  cts            cts.hold.buffers_added=0
INFO  cells_and_area most-common-layout-cells=sky130_fd_sc_hd__clkdlybuf4s50_1 (16), sky130_fd_sc_hd__dfrtp_1 (15), sky130_fd_sc_hd__xor2_1 (8), sky130_fd_sc_hd__and3_1 (7), sky130_fd_sc_hd__nor2_1 (7)
INFO  die            row_count=22
INFO  placement      placed_cell_area=898squm
INFO  cts            clockRootBuffer=sky130_fd_sc_hd__clkbuf_8
INFO  cts            clock_path_buffers=2
INFO  flow_run       timing.max_cap.violations=0
INFO  cts            cts_tree=done
INFO  worst_hold_path min_path_type=register to register
INFO  critical_path  slowest_delay=0.51ns
INFO  placement      gp_congestion=0.798
INFO  routing        antenna-diode-count=0
INFO  placement      port_buffers=16
INFO  sta            timing_worst_slew_pin_value=0.586ns
INFO  sta            fin_hold_ws=0.495ns
INFO  sta            final_max_slew_viol_count=0
INFO  flow_run       stage_log_warnings=25
INFO  cts            cts_buffers=3
INFO  global_route   antenna_found_initial=0
INFO  cells_and_area largest-register=count
INFO  cells_and_area area_growth_syn_to_layout=35.9%
INFO  global_route   grt_pass1_wl=2500um
INFO  sta            summed_negative_setup_slack_over_all_endpoints=0ns
INFO  cts            clkLatencyLatePin=0.24ns
INFO  synthesis      yosys_register_bits=15
INFO  cells_and_area layout_top_cell_excl_fill_tap=sky130_fd_sc_hd__clkdlybuf4s50_1
INFO  sta            finalClockPeriodUsage=55.3%
INFO  global_route   vias_in_the_first_global_route=537
INFO  sta            max_clock_freq=0.531GHz
INFO  synthesis      postSynthSeqShare=54.1%
INFO  cells_and_area largest_register_ff_count=15
INFO  cells_and_area fillers=403
INFO  cts            post_cts_resize_count=0
INFO  critical_path  critical_path.top_delay_family=buffers and inverters
INFO  power_and_ir_drop max-vdd-ir-drop=0.000200V
INFO  cells_and_area reg_top3=count: 15 flops
INFO  synthesis      yosys_area=694squm
INFO  synthesis      ys_types=19
INFO  cts            clock_transition_at_the_registers_of_the_reported_paths=0.06ns
INFO  critical_path  setup.worst_path.start_class=register
INFO  critical_path  cp-end-kind=output port
## metal layers
metal | vias up | global-route usage, % | part of all wire, %
met2 | 14 | 7.05 | 41
met4 | 0 | 0.340 | 0.33
met1 | 265 | 6.17 | 49
met5 | - | 0 | 0
met3 | 2 | 2.42 | 9.3
li1 | 246 | - | -
## cell type report
class | instances | area (sq um) | area share [%]
Timing Repair Buffer | 16 | 160 | 17.0
Multi-Input combinational cell | 44 | 299 | 31.7
Tap cell | 48 | 60.1 | 6.37
Inverter | 1 | 3.75 | 0.398
Sequential cell | 15 | 375 | 39.8
Clock buffer | 4 | 45.0 | 4.77
## per-stage QoR
stage,cells,total power (W),worst slack [ns]
after floorplan,62,0.000184,2.06
final,128,0.000325,1.52
after global placement,124,0.000187,1.80
after detailed placement,124,0.000187,1.78
after global routing,128,0.000339,1.47
after CTS,128,0.000331,1.50
## cells by family (layout without fill, tap and decap cells)
logic type	Yosys count	in the layout	share of synthesized area, %
simple gates	29	29	24.1
flops	15	15	54.1
xor+xnor	12	12	15.1
buf+inv	3	21	2.88
compound gates	2	2	1.98
fa+ha+maj	1	1	1.80
## power breakdown
part	total (W)	internal, W	switching [W]
Clock	0.000142	0.0000829	0.0000593
Combinational	0.00000460	0.00000106	0.00000354
Sequential	0.000179	0.000179	0
Total	0.000325	0.000263	0.0000628
## synthesized netlist by cell type (all sizes together)
cell type,instances,area (sq um)
nor2b,1,6.26
and3,7,43.8
ha,1,12.5
nand4,2,12.5
nand3,4,25.0
o22a,1,8.76
a21oi,1,5.00
xor2,8,70.1
nor2,7,26.3
buf,2,16.3
dfrtp,15,375
nand2,5,18.8
inv,1,3.75
xnor2,4,35.0
nor3,1,16.3
and4,2,18.8
## worst paths after layout
check / cells past startpoint / from / slack (ns) / endpoint
min in group asynchronous: 2 / reset / 0.79 / count[14]
min reg2reg: 1 / count[0] / 0.50 / count[0]
max: 1 / count[3] / 1.52 / count[3]
max in group asynchronous: 2 / reset / 2.22 / count[0]
min: 1 / count[0] / 0.50 / count[0]
max reg2reg: 5 / count[0] / 1.80 / count[3]
Power is estimated from default activity; no workload was simulated.
