==> design.v <==
module maq_enc_veda (
    input clk,        
    input reset,    
    input PG, CH, RO,
    output GC,         
    output EV,         
    output VE,          
	 output [2:0] tipo
);
parameter SEM_GARRAFA = 3'b000;
parameter GARRAFA_VAZIA = 3'b001;
parameter GARRAFA_CHEIA = 3'b010;
parameter GARRAFA_CHEIA_VEDADA = 3'b011;
reg [2:0] current_state, next_state;
always @ ( posedge clk , posedge
reset ) begin
    if (reset) begin
        current_state <= SEM_GARRAFA;  
    end 
	 else begin
        current_state <= next_state;  
    end
end
always @* begin
    case (current_state)
        SEM_GARRAFA: begin
            if (PG && !CH) begin
                next_state = GARRAFA_VAZIA;
            end else begin
                next_state = SEM_GARRAFA;
            end
        end
        GARRAFA_VAZIA: begin
            if (!PG) begin
                next_state = SEM_GARRAFA;
            end else if (PG && CH) begin
                next_state = GARRAFA_CHEIA;
            end else begin
                next_state = GARRAFA_VAZIA;
            end
        end
        GARRAFA_CHEIA: begin
            if (!PG) begin
                next_state = SEM_GARRAFA;
            end else if (PG && RO ) begin
                next_state = GARRAFA_CHEIA_VEDADA;
            end else begin
                next_state = GARRAFA_CHEIA;
            end
        end
        GARRAFA_CHEIA_VEDADA: begin
            if (!PG) begin
                next_state = SEM_GARRAFA;
            end else begin
                next_state = GARRAFA_CHEIA_VEDADA;
            end
        end
		  default: next_state = SEM_GARRAFA;
    endcase
end
assign GC = (!PG && current_state == GARRAFA_CHEIA_VEDADA) ? 1 : 0;
assign EV = (PG && current_state == GARRAFA_CHEIA) ? 1 : 0;
assign VE = (PG && current_state == GARRAFA_CHEIA && next_state == GARRAFA_CHEIA_VEDADA) ? 1 : 0;
assign tipo = current_state;
endmodule
==> run.sh <==
#!/bin/bash
# OpenROAD 26Q1-2900-gdf79404cd8, Yosys 0.63+post, stock flow scripts
make -C /OpenROAD-flow-scripts/flow DESIGN_CONFIG=/design/flow/config.mk WORK_HOME=/design/flow/orfs finish
==> config.mk <==
export PLATFORM = sky130hd
export DESIGN_NAME = maq_enc_veda
export DESIGN_NICKNAME = maq_enc_veda
export VERILOG_FILES = /design/flow/design.v
export SDC_FILE = /design/flow/constraint.sdc
export NUM_CORES = 4
export LEC_CHECK = 1
export CORE_AREA = 10 10 70 70
export DIE_AREA = 0 0 80 80
==> constraint.sdc <==
current_design maq_enc_veda

set clk_period 1.3
set clk_io_pct 0.2

create_clock -name clk0 -period $clk_period [get_ports {clk}]

set non_clock_inputs [all_inputs -no_clocks]
set_input_delay [expr $clk_period * $clk_io_pct] -clock clk0 $non_clock_inputs
set_output_delay [expr $clk_period * $clk_io_pct] -clock clk0 [all_outputs]
==> reports/qor.yml <==
critPathCaptureType: "primary output"
synth_area_um2: 120
area_growth_pct: 168
cp.required_ps: 1040
dp.cells: 71
max_freq_mhz: 769
clock-sinks: 2
drtAntennaViolNets: 0
drc: 0
fin_setup_tns_ps: -0.315
clk_pin_slew_ps: 30
die_h_um: 80
ir_drop_v: 0.000153
status: "finished with violations"
layout.cells.non_filler: 77
top_cell_area_share_pct: 41.7
critPathLaunchType: "flop"
cts-root-buf: "clkbuf_4"
numSynthFlops: 2
setup_viol: 1
whs_ps: 198
antenna_found_initial: 1
hp-class: "in -> async"
reg_top3: "current_state (2)"
post-route-min-period_ps: 1300
pre_cts_ws_ps: -471
grt_max_degree: 4
dieWidth_um: 80
synth_area_per_cell_um2: 8.58
drt_first_pass_iters: 2
p_per_area_mw_per_mm2: 810
port_buffers: 9
startpoint: "current_state[1]"
routed_via_density: 1.91
drtIter0Drc: 4
htreeDepth: 1
p_leak_nw: 0.144
cts_inserted_buffers: 3
slew_violations: 0
wl_um: 551
routedWlPerCell_um: 7.16
violations: "negative setup slack"
setup_slack_ps: -0.315
place_congestion: 0.684
overflow: 0
initCoreUtil_pct: 3.52
syn_inst: 14
grt_pass1_vias: 173
ctsLongestPathBuffers: 2
core_mm2: 0.00342
final_core_util_pct: 9.41
openroad.warnings: 27
ios: 11
period_used_pct: 100
ys_seq_share_pct: 41.7
drv_cap: 0
chipArea_mm2: 0.00640
dpl.hpwl_um: 439
rsz0062_at_grt: "yes"
yosys-stat-area_um2: 120
total_power_uw: 261
ys.warnings.count: 1
synth.area.top_cells: "dfrtp_1 (42%), and3b_2 (8.3%), o311a_1 (8.3%)"
final_cell_area_um2: 322
drive_gt1_share_pct: 46.7
grt_pass1_wl_um: 855
num_rows: 21
cts_tree: "yes"
final_hold_viol_count: 0
largest_reg_flops: 2
worst-setup-path-type: "reg -> out"
yosys.area.top_type: "dfrtp_1"
lay_top_cells: "clkbuf_4 (3), clkdlybuf4s50_1 (3), dlygate4sd2_1 (3), buf_4 (3)"
fillers: 409
grt_usage_pct: 1.85
fin_worst_skew_ps: 2.95
rr_startpoint: "current_state[0]"
regMostFlops: "current_state"
num_vias: 147
synth.distinct_cells: 13
yosysCellCount: 14
dpl_cell_area_um2: 283
path_max_fanout: 2
clock_latency_ps: 220
cp.arrival_ps: 1040
==> logic make-up after synthesis <==
| logic type | Yosys count | share of synthesized area (%) |
|---|---|---|
| AND-OR/OR-AND | 2 | 12.5 |
| buffers and inverters | 3 | 12.5 |
| flip-flops | 2 | 41.7 |
| other | 1 | 3.12 |
| AND/OR/NAND/NOR | 6 | 30.2 |
==> worst paths after layout <==
kind                                    endpoint  slack, ps  depth (start not counted)
worst max-delay path                          VE       -0.3                          3
worst min-delay path            current_state[1]        200                          2
worst max register to register  current_state[0]        220                          3
worst min register to register  current_state[1]        730                          4
max in group asynchronous       current_state[0]        990                          2
min in group clk0               current_state[1]        540                          3
==> layer usage <==
layer / wire (um) / GRT usage (%) / up-vias
met5: 0 / 0 / -
met4: 0 / 0.528 / 0
met3: 142 / 2.61 / 0
met2: 211 / 2.33 / 8
met1: 197 / 1.66 / 63
li1: - / - / 76
==> synth_stat cells <==
master	count
a21oi_1	1
and2_1	1
and3b_2	1
buf_4	1
conb_1	1
dfrtp_1	2
inv_1	1
inv_2	1
nand2_1	1
nand2b_1	1
nor2_1	1
nor2b_1	1
o311a_1	1
==> area by class of cell <==
type,count,area (um^2),share of cell area (%)
Antenna cell,1,2.50,0.778
Sequential cell,2,50.0,15.6
Inverter,2,7.51,2.33
Multi-Input combinational cell,9,60.1,18.7
Clock buffer,3,22.5,7.00
Tap cell,46,57.6,17.9
Timing Repair Buffer,14,121,37.7
==> report_power, final <==
| part | switching [mW] | internal [mW] |
|---|---|---|
| Combinational | 0.0171 | 0.0355 |
| Clock | 0.0367 | 0.102 |
| Sequential | 0.00241 | 0.0668 |
| Total | 0.0562 | 0.204 |
==> worst max-delay path, stage by stage, from the launching register on <==
cell     delay (ps)
dfrtp_1         370
and3b_2         220
and2_1          130
buf_2           110
==> repair_timing <==
action / CTS / global route
endpoints found under the setup margin: 5 / 3
hold buffers: 0 / 0
hold endpoints to repair: 0 / 0
setup buffers: 2 / 0
pin swaps: 3 / 0
resized: 13 / 2
